File: flow/design.v
`timescale 1ns / 1ps
module LFSR2 (
state,
update
);
input [7:0] state;
output [7:0] update;
assign update [0] = state[5] ^ state[7];
assign update[7 : 1] = state[6 : 0];
endmodule
`timescale 1ns / 1ps
module TweakPerm (
    state, 
    update
);
parameter W = 8;
input [128-1 : 0] state;
output [128-1 : 0] update;
assign update[W-1 : 0] = state[9*W-1 : 8*W];
assign update[2*W-1 : W] = state[10*W-1 : 9*W];
assign update[3*W-1 : 2*W] = state[11*W-1 : 10*W];
assign update[4*W-1 : 3*W] = state[12*W-1 : 11*W];
assign update[5*W-1 : 4*W] = state[13*W-1 : 12*W];
assign update[6*W-1 : 5*W] = state[14*W-1 : 13*W];
assign update[7*W-1 : 6*W] = state[15*W-1 : 14*W];
assign update[8*W-1 : 7*W] = state[16*W-1 : 15*W];
assign update[9*W-1 : 8*W] = state[5*W-1 : 4*W];
assign update[10*W-1 : 9*W] = state[4*W-1 : 3*W];
assign update[11*W-1 : 10*W] = state[2*W-1 : W];
assign update[12*W-1 : 11*W] = state[6*W-1 : 5*W];
assign update[13*W-1 : 12*W] = state[3*W-1 : 2*W];
assign update[14*W-1 : 13*W] = state[8*W-1 : 7*W];
assign update[15*W-1 : 14*W] = state[W-1 : 0];
assign update[16*W-1 : 15*W] = state[7*W-1 : 6*W];
endmodule
module FSM_skinny(
    clk,
    reset,
    start,
    last,
    TK1,
    TK2,
    TK3,
    PT,
    CT,
    done
);
input clk, start, last, reset;
input [127:0] TK1, TK2, TK3, PT;
output done;
output [127:0] CT;
reg state, next_state, sel;
reg reset_round_cnt, done, start_round;
reg [6:0] round_cnt;
u_encrypt enc (clk, done, sel, TK1, TK2, TK3, PT, CT);
always @ (posedge clk) begin
	if(reset) begin
		state <= 0; 
	end
	else begin
		state <= next_state;
	end
end
always@(*)begin
next_state = state;
done = 0;
reset_round_cnt = 0;
start_round = 0;
sel = 0;
case(state)
	0: begin
		if(start) begin
			next_state = 1;
            reset_round_cnt = 1;
            sel = 1;
		end
	end
	1: begin
        if (round_cnt == 38) begin
            done = 1;
            start_round = 1;
            sel = 1;
        end
        if (round_cnt == 38 & last) begin
            done = 1;
            next_state = 0;
            start_round = 1;
        end
        else begin
            start_round = 1;
        end
	end
	default: begin
	end
endcase
end
always @(posedge clk) begin
if(reset_round_cnt | done) begin
	round_cnt <= 0;
end else if (start_round) begin
	round_cnt <= round_cnt + 1;
end
end
endmodule
`timescale 1ns/1ps
module MixColumn (state, update);
parameter W = 8;
input [128-1 : 0] state;
output [128-1 : 0] update;
wire [W - 1 : 0] x1,x2,x3,x4;
assign update[4*W - 1 : 3*W] = state[8*W - 1 : 7*W] ^ state[16*W - 1 : 15*W];
assign update[3*W - 1 : 2*W] = state[7*W - 1 : 6*W] ^ state[15*W - 1 : 14*W];
assign update[2*W - 1 : W] = state[6*W - 1 : 5*W] ^ state[14*W - 1 : 13*W];
assign update[W - 1 : 0] = state[5*W - 1 : 4*W] ^ state[13*W - 1 : 12*W];
assign update[8*W - 1 : 7*W] = state[8*W - 1 : 7*W] ^ state[12*W - 1 : 11*W];
assign update[7*W - 1 : 6*W] = state[7*W - 1 : 6*W] ^ state[11*W - 1 : 10*W];
assign update[6*W - 1 : 5*W] = state[6*W - 1 : 5*W] ^ state[10*W - 1 : 9*W];
assign update[5*W - 1 : 4*W] = state[5*W - 1 : 4*W] ^ state[9*W - 1 : 8*W];
assign update[12*W - 1 : 11*W] = state[16*W - 1 : 15*W];
assign update[11*W - 1 : 10*W] = state[15*W - 1 : 14*W];
assign update[10*W - 1 : 9*W] = state[14*W - 1 : 13*W];
assign update[9*W - 1 : 8*W] = state[13*W - 1 : 12*W];
assign x1 = state[4*W - 1 : 3*W] ^ state[16*W - 1 : 15*W];
assign x2 = state[3*W - 1 : 2*W] ^ state[15*W - 1 : 14*W];
assign x3 = state[2*W - 1 : W] ^ state[14*W - 1 : 13*W];
assign x4 = state[1*W - 1 : 0] ^ state[13*W - 1 : 12*W];
assign update[16*W - 1 : 15*W] = state[8*W - 1 : 7*W] ^ x1;
assign update[15*W - 1 : 14*W] = state[7*W - 1 : 6*W] ^ x2;
assign update[14*W - 1 : 13*W] = state[6*W - 1 : 5*W] ^ x3;
assign update[13*W - 1 : 12*W] = state[5*W - 1 : 4*W] ^ x4;
endmodule
`timescale 1ns/1ps
module ShiftRows (state, update);
parameter W = 8;
input [128-1 : 0] state;
output [128-1 : 0] update;
assign update [16*W - 1 : 12*W] = state [16*W - 1 : 12*W];
assign update [12*W - 1 : 11*W] = state [9*W - 1 : 8*W];
assign update [11*W - 1 : 8*W] = state [12*W - 1 : 9*W];
assign update [8*W - 1 : 6*W] = state [6*W - 1 : 4*W];
assign update [6*W - 1 : 4*W] = state [8*W - 1 : 6*W];
assign update [4*W - 1 : W] = state [3*W - 1 : 0];
assign update [W - 1 : 0] = state [4*W - 1 : 3*W];
endmodule
`timescale 1ns/1ps
module addConst (in, roundcst, out);
input [128-1 : 0] in;
input [6-1 : 0] roundcst;
output [128-1 : 0] out;
assign out[123:120] = in[123:120] ^ roundcst[3:0];
assign out[89:88] = in[89:88] ^ roundcst[5:4];
assign out[57] = ~in[57];
assign out[128 - 1 : 124] = in[128 - 1 : 124];
assign out[120 - 1 : 90] = in[120 - 1 : 90];
assign out[88 - 1 : 58] = in[88 - 1 : 58];
assign out[57 - 1 : 0] = in[57 - 1 : 0];
endmodule
`timescale 1ns/1ps
module u_LFSR1 (
    state,
    update
);
input [5:0] state;
output [5:0] update;
assign update[0] = 1 ^ state[5] ^ state[4];
assign update[5:1] = state [4:0];
endmodule
`timescale 1ns/1ps
module u_LFSR3 (state, update);
input [8 - 1 : 0] state;
output [8 - 1 : 0] update;
assign update[7] = state[0] ^ state [6];
assign update[7 - 1 : 0] = state[7: 1];
endmodule
`timescale 1ns/1ps
module u_encrypt (clk, done, start, TK1, TK2, TK3, PT, out);
parameter W = 8;
input clk, done, start;
input [127:0] TK1, TK2, TK3, PT;
output [127:0] out;
reg [5:0] rounded_cst_F;
wire [5:0] rounded_cst, rounding_cst;
wire [63:0] K1, K2, K3, tweak1, K;
reg [127:0] TK1_rounded_F, TK2_rounded_F, TK3_rounded_F, update_F;
wire [127:0] TK1_rounded, TK2_rounded, TK3_rounded, TK1_rounding, TK2_rounding, TK3_rounding, TK1_perm, TK2_perm, TK3_perm, PT_rounding, update, update_C, update_CK, update_CKS, update_CKSM;
assign TK1_rounding = (start) ? TK1 : TK1_rounded_F;
assign TK2_rounding = (start) ? TK2 : TK2_rounded_F;
assign TK3_rounding = (start) ? TK3 : TK3_rounded_F;
TweakPerm tweakperm1 (TK1_rounding, TK1_rounded);
TweakPerm tweakperm2 (TK2_rounding, TK2_perm);
TweakPerm tweakperm3 (TK3_rounding, TK3_perm);
    LFSR2 LFSR_TK2_1 (TK2_perm[16*W-1 : 15*W], TK2_rounded[16*W-1 : 15*W]);
    LFSR2 LFSR_TK2_2 (TK2_perm[15*W-1 : 14*W], TK2_rounded[15*W-1 : 14*W]);
    LFSR2 LFSR_TK2_3 (TK2_perm[14*W-1 : 13*W], TK2_rounded[14*W-1 : 13*W]);
    LFSR2 LFSR_TK2_4 (TK2_perm[13*W-1 : 12*W], TK2_rounded[13*W-1 : 12*W]);
    LFSR2 LFSR_TK2_5 (TK2_perm[12*W-1 : 11*W], TK2_rounded[12*W-1 : 11*W]);
    LFSR2 LFSR_TK2_6 (TK2_perm[11*W-1 : 10*W], TK2_rounded[11*W-1 : 10*W]);
    LFSR2 LFSR_TK2_7 (TK2_perm[10*W-1 : 9*W], TK2_rounded[10*W-1 : 9*W]);
    LFSR2 LFSR_TK2_8 (TK2_perm[9*W-1 : 8*W], TK2_rounded[9*W-1 : 8*W]);
assign TK2_rounded[8*W-1:0] = TK2_perm[8*W-1:0];
    u_LFSR3 LFSR_TK3_1 (TK3_perm[16*W-1 : 15*W], TK3_rounded[16*W-1 : 15*W]);
    u_LFSR3 LFSR_TK3_2 (TK3_perm[15*W-1 : 14*W], TK3_rounded[15*W-1 : 14*W]);
    u_LFSR3 LFSR_TK3_3 (TK3_perm[14*W-1 : 13*W], TK3_rounded[14*W-1 : 13*W]);
    u_LFSR3 LFSR_TK3_4 (TK3_perm[13*W-1 : 12*W], TK3_rounded[13*W-1 : 12*W]);
    u_LFSR3 LFSR_TK3_5 (TK3_perm[12*W-1 : 11*W], TK3_rounded[12*W-1 : 11*W]);
    u_LFSR3 LFSR_TK3_6 (TK3_perm[11*W-1 : 10*W], TK3_rounded[11*W-1 : 10*W]);
    u_LFSR3 LFSR_TK3_7 (TK3_perm[10*W-1 : 9*W], TK3_rounded[10*W-1 : 9*W]);
    u_LFSR3 LFSR_TK3_8 (TK3_perm[9*W-1 : 8*W], TK3_rounded[9*W-1 : 8*W]);
assign TK3_rounded[8*W-1:0] = TK3_perm[8*W-1:0];
always @(posedge clk) begin
    TK1_rounded_F <= TK1_rounded;
    TK2_rounded_F <= TK2_rounded;
    TK3_rounded_F <= TK3_rounded;
end
assign rounding_cst = (start) ? {(6){1'b0}} : rounded_cst_F;
u_LFSR1 lfsr1_rndcst (rounding_cst, rounded_cst);
always @(posedge clk) begin
    rounded_cst_F <= rounded_cst;
end
assign PT_rounding = (start) ? PT : update_F;
u_sbox sbox1 (PT_rounding[W-1 : 0], update[W-1 : 0]);
u_sbox sbox2 (PT_rounding[2*W-1 : W], update[2*W-1 : W]);
u_sbox sbox3 (PT_rounding[3*W-1 : 2*W], update[3*W-1 : 2*W]);
u_sbox sbox4 (PT_rounding[4*W-1 : 3*W], update[4*W-1 : 3*W]);
u_sbox sbox5 (PT_rounding[5*W-1 : 4*W], update[5*W-1 : 4*W]);
u_sbox sbox6 (PT_rounding[6*W-1 : 5*W], update[6*W-1 : 5*W]);
u_sbox sbox7 (PT_rounding[7*W-1 : 6*W], update[7*W-1 : 6*W]);
u_sbox sbox8 (PT_rounding[8*W-1 : 7*W], update[8*W-1 : 7*W]);
u_sbox sbox9 (PT_rounding[9*W-1 : 8*W], update[9*W-1 : 8*W]);
u_sbox sbox10 (PT_rounding[10*W-1 : 9*W], update[10*W-1 : 9*W]);
u_sbox sbox11 (PT_rounding[11*W-1 : 10*W], update[11*W-1 : 10*W]);
u_sbox sbox12 (PT_rounding[12*W-1 : 11*W], update[12*W-1 : 11*W]);
u_sbox sbox13 (PT_rounding[13*W-1 : 12*W], update[13*W-1 : 12*W]);
u_sbox sbox14 (PT_rounding[14*W-1 : 13*W], update[14*W-1 : 13*W]);
u_sbox sbox15 (PT_rounding[15*W-1 : 14*W], update[15*W-1 : 14*W]);
u_sbox sbox16 (PT_rounding[16*W-1 : 15*W], update[16*W-1 : 15*W]);
addConst addrndconst (update, rounded_cst, update_C);
assign K1 = TK1_rounding[16*W-1 : 8*W];
assign K2 = TK2_rounding[16*W-1 : 8*W];
assign K3 = TK3_rounding[16*W-1 : 8*W]; 
assign tweak1 = K1 ^ K2;
assign K = tweak1 ^ K3;
assign update_CK[127:64] = update_C[127:64] ^ K;
assign update_CK[64-1 : 0] = update_C[64-1 : 0];
ShiftRows sr (update_CK, update_CKS);
MixColumn mc (update_CKS, update_CKSM);
assign out = (done) ? update_F : {(128){1'b0}};
always @(posedge clk) begin
    update_F <= update_CKSM;
end
endmodule
`timescale 1ns/1ps
module u_sbox(in, out);
input [7:0] in;
output [7:0] out;
wire nand1, nand2, nand3, nand4, nand5, nand6, nand7, nand8;
assign nand1 = ~in[7] & ~in[6];
assign out[6] = nand1 ^ in[4];
assign nand2 = ~in[2] & ~in[3];
assign out[5] = in[0] ^ nand2;
assign nand3 = ~in[2] & ~in[1];
assign out[2] = in[6] ^ nand3;
assign nand4 = ~out[6] & ~out[5];
assign out[7] = nand4 ^ in[5];
assign nand5 = ~out[5] & ~in[3];
assign out[3] = nand5 ^ in[1];
assign nand6 = ~out[7] & ~out[2];
assign out[1] = nand6 ^ in[7];
assign nand7 = ~out[7] & ~out[6];
assign out[4] = nand7 ^ in[3];
assign nand8 = ~out[3] & ~out[1];
assign out[0] = nand8 ^ in[2];
endmodule
File: flow/run.sh
#!/bin/bash
# OpenROAD 26Q1-2900-gdf79404cd8, Yosys 0.63+post, stock flow scripts
make -C /OpenROAD-flow-scripts/flow DESIGN_CONFIG=/design/flow/config.mk WORK_HOME=/design/flow/orfs finish
File: flow/config.mk
export PLATFORM = sky130hd
export DESIGN_NAME = FSM_skinny
export DESIGN_NICKNAME = FSM_skinny
export VERILOG_FILES = /design/flow/design.v
export SDC_FILE = /design/flow/constraint.sdc
export NUM_CORES = 4
export LEC_CHECK = 1
export CORE_AREA = 10 10 418 418
export DIE_AREA = 0 0 428 428
File: flow/constraint.sdc
current_design FSM_skinny

set clk_period 58.1
set clk_io_pct 0.2

create_clock -name clk0 -period $clk_period [get_ports {clk}]

set non_clock_inputs [all_inputs -no_clocks]
set_input_delay [expr $clk_period * $clk_io_pct] -clock clk0 $non_clock_inputs
set_output_delay [expr $clk_period * $clk_io_pct] -clock clk0 [all_outputs]
==> metrics.yaml <==
outcome: "finished clean"
fin_skew_ns: 0.0237
first_global_vias: 22900
cp_max_fo: 85
clk_pin_slew_ns: 0.07
fill_cells: 18100
max_freq_mhz: 65.0
chipArea_um2: 183000
drc: 0
yosys-stat-area_um2: 24800
post_cts_buffers: 0
rsz0062_at_grt: "false"
cts_buffers: 56
place_congestion: 1.02
path_class: "input pin to register"
drv_slew: 0
synth_cells: 2981
cp.required_ns: 58.60
initCoreUtil_pct: 15.0
p_leak_nw: 15.2
critical_path.top_delay_family: "buffers and inverters"
cts_resized: 0
ant_nets: 0
stage_log_warnings: 31
crit_arrival_ns: 15.89
synth_cell_type_count: 42
hold_viol: 0
placed_cells: 5730
slew_headroom_pct: 22.3
layout-drive-gt1-share_pct: 4.85
area_growth_pct: 44.4
hold_class: "register to register"
grt_first_pass_wirelength_mm: 210
setup_violations: 0
maxCapViolCount: 0
syn_area_um2: 24800
layout.cells.non_filler: 5878
period_minus_slack_ns: 15.39
core.rowCount: 149
cts_tree: "yes"
drtIter0Drc: 1355
dieHeight_um: 428
comb_area_um2: 13600
first_pass_iters: 7
pin_count: 645
dp_hpwl_mm: 139
power_density_nw_per_um2: 51.4
cp-start-kind: "input pin"
max-vdd-ir-drop_mv: 0.0261
holdWs_ns: 0.411
ys_cells: 2981
worstMarginPinSlew_ns: 1.13
clk_latency_ns: 0.65
regArea_um2: 10500
path_cells: "clkdlybuf4s50_1, nand2b_1, o21ai_4, buf_4, buf_12, buf_4, nand2_1, nand2_1, xor2_1, xnor3_1, xnor2_1"
slowest_stage: "buf_4"
wl_per_cell_um: 27.5
synth_seq_share_pct: 42.4
yosys_register_bits: 526
viasPerCell: 3.83
endpoint_kind: "register"
root_buffer: "clkbuf_16"
chipWidth_um: 428
cp_slowest_stage_delay_ns: 0.66
cp_num_buf_inv: 4
core_um2: 165000
ctsHtreeMaxLevel: 2
fin_crit_sh_pct: 26.5
overflow: 0
grtUsageTotal_pct: 17.3
antenna_found_initial: 100
synth_warnings: 2
dr_total_vias: 22500
syn_area_per_cell_um2: 8.33
clock_sinks: 526
io_buffers: 644
totalWireLength_mm: 162
cts_hold_buf: 0
grt_start_max_net_pins: 146
cts.path.max_buffers: 3
fin_setup_tns_ns: 0
tightest hold or removal path: stages, from the launching register on:
cell and delay (ns):
dfxtp_1 0.31, nand2_1 0.04, nand2_1 0.04
stage by stage:
stage          utilization (%)  area [µm²]  power, mW  worst slack [ns]
3_3_place_gp              20.4       33700       1.45             42.00
5_1_grt                   21.7       35800       1.92             42.46
3_5_place_dp              20.4       33700       1.45             42.00
4_1_cts                   21.6       35700       1.86             42.63
6_report                  21.7       35800       1.84             42.71
2_1_floorplan                -       24800       1.04             44.33
layout make-up:
class	instances	area share, %
clock inverter	43	1.51
multi-input combinational	2322	38.1
antenna	43	0.300
sequential	526	29.4
inverter	7	0.0733
tap	2189	7.64
clock buffer	62	4.11
timing repair buffer	686	18.9
where the power goes:
part | internal, mW | total, mW | switching (mW)
Sequential | 0.466 | 0.600 | 0.133
Clock | 0.226 | 0.398 | 0.172
Combinational | 0.364 | 0.846 | 0.481
cell families (layout without fill, tap and decap cells):
kind of cell,Yosys count,in the layout,synth area share [%]
XOR/XNOR,483,483,20.3
AND-OR/OR-AND,181,181,4.30
adder cells (fa/ha/maj),2,2,0.101
AND/OR/NAND/NOR,1578,1578,26.9
other,0,43,0
flip-flops,526,526,42.4
multiplexers,78,78,3.21
buffers and inverters,133,798,2.75
state kept, by name, summed over array words and instances, names as in the netlist:
signal and cells:
enc.TK3_rounded_F 128, round_cnt 7, enc.rounded_cst_F 6, enc.TK1_rounded_F 128
enc.update_F 128, enc.TK2_rounded_F 128, state 1
layer usage:
layer / vias to the layer above / global-route usage, % / share of wire [%]
met5: - / 0 / 0.21
met4: 56 / 9.04 / 6.2
met3: 336 / 4.56 / 6.0
met2: 731 / 32.4 / 54
met1: 10600 / 17.3 / 33
li1: 10700 / - / -
worst paths after layout:
kind	slack, ns	endpoint	from	depth (start not counted)
hold / removal	0.41	enc.TK1_rounded_F[87]	enc.TK1_rounded_F[15]	2
setup reg to reg	53.15	enc.update_F[60]	state	10
setup / recovery	42.71	enc.update_F[60]	start	11
hold reg to reg	0.41	enc.TK1_rounded_F[87]	enc.TK1_rounded_F[15]	2
synth_stat cells:
cell type     n  area [µm²]
a31oi_1      12        75.1
o32ai_2       2        32.5
o21ai_1       4        20.0
or3_4         1        11.3
a21boi_0      1        7.51
nand2_1    1150        4320
nand2b_1      5        31.3
a31oi_2       2        25.0
buf_1         6        22.5
xor3_1       12         285
mux2i_1      74         741
o32ai_1       3        26.3
mux2_2        3        33.8
inv_1         7        26.3
xor2_1      158        1380
o32ai_4       1        27.5
a21oi_1      49         245
xnor3_1      42         946
xor2_2        2        32.5
xnor2_1     263        2300
o21ai_2       1        8.76
nand3_1       9        45.0
o21ai_0      88         440
a31o_2        7        61.3
o21a_1        7        52.6
nand4_1      34         213
and2_1      149         932
nor2_1      126         473
mux2i_4       1        22.5
xnor2_2       6        97.6
or3_1        77         482
buf_4        12        90.1
buf_2        57         285
clkbuf_1     42         158
buf_6         9         101
dfxtp_1     526       10500
nor2b_1       2        12.5
a31oi_4       1        21.3
a211o_1       1        8.76
ha_1          2        25.0
a211oi_1      2        15.0
and3_1       25         156
cells in the final DEF (no fill, tap or decap), types with 48 or more instances in the layout:
cell type,instances
and2_1,149
o21ai_0,88
a21oi_1,48
xor2_1,158
dfxtp_1,526
mux2i_1,73
xnor2_1,263
nand2_1,1150
or3_1,77
clkdlybuf4s50_1,644
clkbuf_16,56
nor2_1,125
Power is estimated from default activity; no workload was simulated.
